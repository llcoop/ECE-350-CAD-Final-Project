`/design/flow/run.sh`:
```
#!/bin/bash
# OpenROAD 26Q1-2900-gdf79404cd8, Yosys 0.63+post, stock flow scripts
make -C /OpenROAD-flow-scripts/flow DESIGN_CONFIG=/design/flow/config.mk WORK_HOME=/design/flow/orfs finish
```
`/design/flow/config.mk`:
```
export PLATFORM = sky130hd
export DESIGN_NAME = DFE
export DESIGN_NICKNAME = DFE
export VERILOG_FILES = /design/flow/design.v
export SDC_FILE = /design/flow/constraint.sdc
export NUM_CORES = 4
export LEC_CHECK = 1
export CORE_UTILIZATION = 40
```
`/design/flow/constraint.sdc`:
```
current_design DFE

set clk_period 2.7
set clk_io_pct 0.2

create_clock -name clk0 -period $clk_period [get_ports {clock}]

set non_clock_inputs [all_inputs -no_clocks]
set_input_delay [expr $clk_period * $clk_io_pct] -clock clk0 $non_clock_inputs
set_output_delay [expr $clk_period * $clk_io_pct] -clock clk0 [all_outputs]
```
`/design/flow/design.v`:
```
`timescale 1ns / 1ns  
module mult(data, coef, product);  
    input signed [7:0] data;
    input signed [11:0] coef;
    output signed [7:0] product;
    assign product = data * coef;
endmodule
module sum(delay, multout, feedback, out);
    input [7:0] delay;
    input [7:0] multout;
    input [7:0] feedback;
    output [7:0] out;
    assign out =  delay + multout + feedback;
endmodule
module DFE(clock, reset, status, data_en, i_rdata, i_traindata, flag, o_ry);
    input clock, reset, status, data_en;      
    input [7:0] i_rdata;                  
    input [7:0] i_traindata;              
    output reg flag;                      
    output [8:0] o_ry;                
    reg [11:0] weights;                   
    reg [11:0] deltaf, deltab;            
    reg [7:0] R1 [16:0];     
    reg [7:0] R2 [7:0];      
    reg [8:0] R3 [2:0];      
    reg [7:0] R4 [16:0];     
    reg [11:0] cb [7:0];            
    reg [11:0] cf [16:0];           
    wire [7:0] R1_in [16:0];
    wire [7:0] add_in [15:0];
    wire [7:0] fb_out [7:0];
    integer i;
    wire [7:0] inselect;
    assign inselect = (status) ? i_rdata : i_traindata;
    assign o_ry = R1[16];
    mult mult0(inselect, cf[0], R1_in[0]);
    mult mult1(inselect, cf[1], add_in[0]);
    mult mult2(inselect, cf[2], add_in[1]);
    mult mult3(inselect, cf[3], add_in[2]);
    mult mult4(inselect, cf[4], add_in[3]);
    mult mult5(inselect, cf[5], add_in[4]);
    mult mult6(inselect, cf[6], add_in[5]);
    mult mult7(inselect, cf[7], add_in[6]);
    mult mult8(inselect, cf[8], add_in[7]);
    mult mult9(inselect, cf[9], add_in[8]);
    mult mult10(inselect, cf[10], add_in[9]);
    mult mult11(inselect, cf[11], add_in[10]);
    mult mult12(inselect, cf[12], add_in[11]);
    mult mult13(inselect, cf[13], add_in[12]);
    mult mult14(inselect, cf[14], add_in[13]);
    mult mult15(inselect, cf[15], add_in[14]);
    mult mult16(inselect, cf[16], add_in[15]);
    mult bmult0(R2[0], cb[0], fb_out[0]);
    mult bmult1(R2[1], cb[1], fb_out[1]);
    mult bmult2(R2[2], cb[2], fb_out[2]);
    mult bmult3(R2[3], cb[3], fb_out[3]);
    mult bmult4(R2[4], cb[4], fb_out[4]);
    mult bmult5(R2[5], cb[5], fb_out[5]);
    mult bmult6(R2[6], cb[6], fb_out[6]);
    mult bmult7(R2[7], cb[7], fb_out[7]);
    sum sum0(R1[0], add_in[0], 8'd0, R1_in[1]);
    sum sum1(R1[1], add_in[1], 8'd0, R1_in[2]);
    sum sum2(R1[2], add_in[2], 8'd0, R1_in[3]);
    sum sum3(R1[3], add_in[3], 8'd0, R1_in[4]);
    sum sum4(R1[4], add_in[4], 8'd0, R1_in[5]);
    sum sum5(R1[5], add_in[5], 8'd0, R1_in[6]);
    sum sum6(R1[6], add_in[6], 8'd0, R1_in[7]);
    sum sum7(R1[7], add_in[7], 8'd0, R1_in[8]);
    sum sum8(R1[8], add_in[8], fb_out[0], R1_in[9]);
    sum sum9(R1[9], add_in[9], fb_out[1], R1_in[10]);
    sum sum10(R1[10], add_in[10], fb_out[2], R1_in[11]);
    sum sum11(R1[11], add_in[11], fb_out[3], R1_in[12]);
    sum sum12(R1[12], add_in[12], fb_out[4], R1_in[13]);
    sum sum13(R1[13], add_in[13], fb_out[5], R1_in[14]);
    sum sum14(R1[14], add_in[14], fb_out[6], R1_in[15]);
    sum sum15(R1[15], add_in[15], fb_out[7], R1_in[16]);
    always @ (negedge clock or negedge reset) begin
        if (~reset) begin  
           weights <= 12'd0;
           deltaf <= 12'd0;
           deltab <= 12'd0;
           flag <= 1'd0;
           for (i=0; i < 17; i=i+1) begin  
                if (i < 8)
                    R2[i] <= 8'd0;
                    cb[i] <= 8'd1;
                R1[i] <= 8'd0;
                cf[i] <= 8'd2;
           end
        end
        else begin
            for (i=0; i < 17; i=i+1)
                R1[i] <= R1_in[i];  
        end
    end
endmodule
```
==> Implementation_results.wiki <==
== Run summary ==
{| class="wikitable"
! Metric !! Value
|-
| Post-detailed-route wirelength per cell || approximately 17 µm
|-
| Aggregate negative setup slack || -42.44 ns
|-
| Post-Syn Instances || 626
|-
| Number of cell rows || between 40 and 50
|-
| Horizontal die size || between 100 and 150 µm
|-
| Largest net degree at the start of global routing || ~50
|-
| Number of iterations in the first detailed-routing pass || 6
|-
| Via-per-instance ratio || 5.11
|-
| Endpoints failing hold || 0
|-
| Grt total ovfl || 0
|-
| Post-synth top area share || 0.433
|-
| Antenna violations before repair || 0
|-
| Via count of the first global-routing pass || 5558
|-
| Fp util || 0.412
|-
| Area taken by flip-flops and latches || 0.00298 mm²
|-
| Total of flip-flops plus latches after synthesis || approximately 120
|-
| Kind of capture point of the worst setup path || flip-flop
|-
| Path category of the worst min-delay check || reg2reg
|-
| Most frequent cells in the layout || sky130_fd_sc_hd__dfrtn_1 (119), sky130_fd_sc_hd__buf_4 (110), sky130_fd_sc_hd__ha_4 (93)
|-
| Flip-flops with a built-in enable || 0
|-
| Pleak || 4.68 nW
|-
| Post-synthesis cell type count || 23
|-
| Number of pins with negative max-slew slack in the final report || 0
|-
| Setup ws final || -0.636 ns
|-
| CP arrival || 2.22 ns
|-
| Most frequently placed logic cell in the final layout || sky130_fd_sc_hd__dfrtn_1
|-
| DRC violations left || 0
|-
| Critical path start-end classification || in2reg
|-
| Library cell with the largest summed area after synthesis || sky130_fd_sc_hd__dfrtn_1
|-
| Post-route standard cell area excluding fillers || roughly 0.011 mm²
|-
| Cell area after synthesis || 0.00688 mm²
|-
| Sequential element share of the synthesized area || 0.433
|-
| Synthesis warning total || 9
|-
| Hpwl dp || 8.91 mm
|-
| Die ar. || 0.0177 mm²
|-
| Number of buffers on the longest clock path || 2
|-
| Result of the run || finished, violations left
|-
| Aggregate routed wire length || 18.2 mm
|-
| Clock tree root driver cell || sky130_fd_sc_hd__clkbuf_16
|-
| Final count of negative-setup-slack endpoints || between 100 and 150
|-
| Count of hold-fix buffers inserted at cts || 0
|-
| Max FFs per register || 119
|-
| Global-route wire length before repair || 27.8 mm
|-
| Chip height || 133 µm
|-
| CTS tree || done
|-
| Number of buffers inserted by port buffering || 23
|-
| CP required || between 1.5 and 2 ns
|-
| Average footprint of a synthesized cell || 11.0 µm²
|-
| Register ranked first by flip-flop count || R1
|-
| Area used by multi-input combinational logic || approximately 0.0053 mm²
|-
| Top cells by area || sky130_fd_sc_hd__dfrtn_1 (43%), sky130_fd_sc_hd__ha_1 (17%), sky130_fd_sc_hd__xnor2_1 (8.4%), sky130_fd_sc_hd__fa_1 (4.7%), sky130_fd_sc_hd__xor2_1 (3.8%)
|-
| Global-route usage over all layers || 0.205
|-
| MaxCap Viol Count || 0
|-
| Post-DP Area || 0.00852 mm²
|-
| Unrepaired setup endpoints after global routing || yes
|-
| Antenna cells || 0
|-
| Violated checks || setup timing
|-
| Worst-path maximum fanout || 5
|-
| Share of cells above drive strength 1 || 0.504
|-
| Num CTS Buffers || 17
|-
| Weighted congestion reported at the end of routability-driven placement || ~0.86
|-
| Total power per unit cell area || 1210 mW/mm²
|-
| Total via count after detailed routing || 5389
|-
| Layout overhead on the synthesized area || 62.4%
|-
| Clock skew || 0.00562 ns
|-
| Max VDD drop || 0.673 mV
|-
| Top_reg_cell synth || sky130_fd_sc_hd__dfrtn_1
|-
| Clock slew at the register clock pins of the worst setup and hold paths || 0.04 ns
|-
| Stage-log warning count || 31
|-
| Element type at the critical path start || primary input
|-
| Insertion delay to the later sink of the worst-skew pair || a little under 0.4 ns
|-
| Number of I/O pins || 30
|-
| Number of nets with antenna violations after routing || 0
|-
| Area figure in the yosys stat output || 0.00688 mm²
|-
| Fill cell total of the finished layout || 1032
|-
| Regs by FF count || R1: 119 flops
|-
| H-tree depth || 4
|-
| Number of sinks handled by clock tree synthesis || 119
|-
| Floorplan core area || between 0.015 and 0.02 mm²
|-
| Async S/R FF share, synth || 1.00
|-
| Ys cells || 626
|-
| First DRT Iteration DRCs || 209
|}
[routing by layer]
metal  GRT usage  vias to the layer above  part of all wire
met5           0                        -                 0
met4      0.0259                        0             0.014
met3      0.0505                       21             0.060
met2       0.323                      121              0.46
met1       0.305                     2733              0.47
li1            -                     2514                 -
[synthesized netlist by cell type, drive strengths merged, types with 16 or more instances]
master	number
fa	16
inv	64
nor2b	30
o21ai	30
nor2	16
o211ai	31
nand2	46
dfrtn	119
a21oi	50
xor2	30
ha	96
xnor2	66
[timing repair]
action / in CTS / in global routing
setup endpoints to repair: 126 / 103
resized: 188 / 99
setup buffers: 30 / 22
cloned: 6 / 3
pin swaps: 123 / 117
[worst max-delay path: stages]
cell and delay, ns:
sky130_fd_sc_hd__buf_12 0.11, sky130_fd_sc_hd__mux2_4 0.37, sky130_fd_sc_hd__ha_4 0.19, sky130_fd_sc_hd__fa_2 0.41
sky130_fd_sc_hd__a211oi_2 0.26, sky130_fd_sc_hd__o21bai_1 0.11, sky130_fd_sc_hd__a21oi_2 0.15, sky130_fd_sc_hd__xnor2_1 0.07
[stage by stage]
step	util	hold WS (ns)	total power, W	setup slack, ns	instances
2_1_floorplan	-	0.470	0.00682	-1.53	628
3_3_place_gp	0.510	0.472	0.00859	-1.56	969
3_5_place_dp	0.510	0.476	0.00867	-1.58	969
4_1_cts	0.627	0.456	0.0123	-0.614	1037
5_1_grt	0.669	0.470	0.0145	-0.700	1054
6_report	0.669	0.457	0.0135	-0.636	1054
[logic make-up after synthesis]
group,count (synthesis),synth area share
xor+xnor,96,0.122
simple gates,106,0.0713
fa+ha+maj,112,0.221
other cells,1,0.000545
flops,119,0.433
mux,7,0.0129
buf+inv,69,0.0420
compound gates,116,0.0974
[path summary, 6_finish.rpt]
check / start / end / slack [ns] / cells after the start
worst max-delay path: status / R1[13][7]$_DFF_NN0_ / -0.64 / 8
worst min-delay path: R1[13][1]$_DFF_NN0_ / R1[14][1]$_DFF_NN0_ / 0.46 / 1
worst max register to register: R1[12][1]$_DFF_NN0_ / R1[13][7]$_DFF_NN0_ / 1.00 / 6
worst min register to register: R1[13][1]$_DFF_NN0_ / R1[14][1]$_DFF_NN0_ / 0.46 / 1
max in group asynchronous: reset / R1[6][6]$_DFF_NN0_ / 0.95 / 2
min in group asynchronous: reset / R1[16][3]$_DFF_NN0_ / 1.22 / 1
[layout make-up]
class                           count  share of cell area
Inverter                           64              0.0223
Sequential cell                   119               0.266
Clock inverter                     15              0.0144
Tap cell                          220              0.0246
Clock buffer                       17              0.0381
Multi-Input combinational cell    440               0.476
Timing Repair Buffer              179               0.158
[power by group]
part	switching (W)	leakage, nW	internal [W]
clock	0.000819	0.288	0.00143
combinational	0.00331	3.01	0.00454
sequential	0.000623	1.39	0.00278
No activity file was given, so power comes from the tool's default toggle rates.
